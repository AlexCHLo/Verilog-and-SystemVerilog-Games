<file path="./design.v">
module sevenSegsLedOutput(fourBitBinary, sevenSegsLED);
	input wire [3:0]  fourBitBinary;
	output [6:0]  sevenSegsLED;
	wire a = fourBitBinary[3];
	wire b = fourBitBinary[2];
	wire c = fourBitBinary[1];
	wire d = fourBitBinary[0];
	reg zero;
	reg one;
	reg two;
	reg three;
	reg four;
	reg five;
	reg six;
	always @(a,b,c,d) 
	begin
	zero = ~((~b & ~d) | (~a & c) | (~a & b & d) | (a & ~b & ~c) | (a & ~d) | (b & c));
	one = ~((a | ~b | c | ~d) & (~b | ~c | d) & (~a | ~c | ~d) & (~a | ~b | d));
	two = ~((a | b | ~c | d) & (~a | ~b | d) & (~a | ~b | ~c));
	three = ~((a | b | c | ~d) & (a | ~b | c | d) & (~b | ~c | ~d) & (~a | b | ~c | d));
	four = ~((a | ~d) & (a | ~b | c) & (b | c | ~d));
	five = ~((a | b | ~d) & (a | b | ~c) & (a | ~c | ~d) & (~a | ~b | c | ~d));	
	six = ~((a | b | c) & (a | ~b | ~c | ~d) & (~a | ~b | c | d));
	end
	assign sevenSegsLED[0] = six;
	assign sevenSegsLED[1] = five;
	assign sevenSegsLED[2] = four;
	assign sevenSegsLED[3] = three;
	assign sevenSegsLED[4] = two;
	assign sevenSegsLED[5] = one;
	assign sevenSegsLED[6] = zero;
endmodule
</file>
<file path="./run.sh">
#!/bin/bash
# OpenROAD 26Q1-2900-gdf79404cd8, Yosys 0.63+post, stock flow scripts
make -C /OpenROAD-flow-scripts/flow DESIGN_CONFIG=/design/flow/config.mk WORK_HOME=/design/flow/orfs finish
</file>
<file path="./config.mk">
export PLATFORM = sky130hd
export DESIGN_NAME = sevenSegsLedOutput
export DESIGN_NICKNAME = sevenSegsLedOutput
export VERILOG_FILES = /design/flow/design.v
export SDC_FILE = /design/flow/constraint.sdc
export NUM_CORES = 4
export LEC_CHECK = 1
export CORE_AREA = 10 10 70 70
export DIE_AREA = 0 0 80 80
</file>
<file path="./constraint.sdc">
current_design sevenSegsLedOutput

set clk_period 1.9
set clk_io_pct 0.2

create_clock -name clk0 -period $clk_period

set non_clock_inputs [all_inputs -no_clocks]
set_input_delay [expr $clk_period * $clk_io_pct] -clock clk0 $non_clock_inputs
set_output_delay [expr $clk_period * $clk_io_pct] -clock clk0 [all_outputs]
</file>
==> impl_metrics.py <==
# Auto-generated metrics
metrics = {
    "status": {
        "status": "finished, final reports clean",
    },
    "place": {
        "place_area_um2": 419.2,
        "dp_slack_ps": -542.3,
        "placed_cells": 94,
        "dp_hpwl_um": 623.3,
        "port_buffers": 11,
        "gp_congestion": 0.8145,
    },
    "floorplanning": {
        "chip_area_um2": 6400,
        "row_count": 21,
        "fp.dieW_um": 80,
        "ioPinCount": 11,
        "core-area_um2": 3416,
        "die_h_um": 80,
        "fp-utilization_pct": 8.278,
    },
    "setup_path": {
        "end_kind": "output port",
        "critPathRequiredTime_ps": 1520,
        "startpoint_type": "primary input",
        "worstPathArrival_ps": 1450,
        "crit_start": "fourBitBinary[2]",
        "crit_fanout": 7,
        "crit_type": "primary input to output port",
        "cp-endpoint": "sevenSegsLED[0]",
    },
    "layout": {
        "fin_cells": 100,
        "post-route-util_pct": 14.43,
        "areaGrowthSynthToFinish_pct": 74.34,
        "fillers": 393,
        "flop-count": 0,
        "drive_above_1_share_pct": 51.85,
        "comb_area_um2": 222.7,
        "clock_buffers": 0,
        "seq_area_um2": 0,
        "design_area_um2": 493.0,
        "layout.cells.most_common": "buf_4",
        "lay_top_cells": "9 x buf_4, 5 x buf_6, 4 x nand2_1, 4 x dlygate4sd2_1, 3 x a21oi_1",
    },
    "power_and_ir_drop": {
        "ir_worst_vdd_v": 0.00003983,
        "cellPowerDensity_nw_per_um2": 197.6,
        "p_leak_nw": 0.2045,
        "power.total_uw": 97.43,
    },
    "timing": {
        "rsz0062_at_grt": "false",
        "hold_violations": 0,
        "period_used_pct": 96.17,
        "finalWorstSetupSlack_ps": 72.80,
        "drv_slew": 0,
        "worstMarginPinSlew_ps": 237.1,
        "whs_ps": 1234,
        "relSlewSlack_pct": 84.10,
        "setup_viol_count_final": 0,
        "setup_tns_ps": 0,
        "period_needed_ps": 1827,
        "max_freq_ghz": 0.5473,
    },
    "route": {
        "ant_nets": 0,
        "drt_wl_total_um": 846,
        "routed_via_density": 3.130,
        "remaining_drc_errors": 0,
        "firstDrtPassIters": 2,
        "wl_per_cell_um": 8.460,
        "drt_iter0_drc": 6,
        "diodes": 0,
        "vias": 313,
    },
    "clock_tree": {
        "cts_hold_repair.buffers": 0,
    },
    "logic_synthesis": {
        "synth_area_um2": 282.8,
        "ys_cells": 41,
        "topCellsByArea": "buf_4 24%, nor3b_2 8.8%, a21oi_1 5.3%",
        "avgSynthCellArea_um2": 6.897,
        "syn_inst": 41,
        "top_area_share_pct": 23.89,
        "yosys_warnings": 1,
        "largest_area_cell": "buf_4",
        "yosysChipArea_um2": 282.8,
        "yosysSeqAreaShare_pct": 0,
        "synth_cell_types": 24,
    },
    "run": {
        "max-cap-violations": 0,
        "warnings": 32,
    },
    "grt": {
        "grt_pass1_vias": 296,
        "overflow": 0,
        "grt_max_degree": 10,
        "grt_pass1_wl_mm": 1.400,
        "antenna_found_initial": 0,
        "grt_use_total_pct": 2.609,
    },
    "min_path": {
        "hold_class": "primary input to output port",
    },
}
-- worst min-delay path by stage --
stage	from	endpoint	slack [ps]	cells past startpoint
after CTS	fourBitBinary[3]	sevenSegsLED[1]	1350	4
after global routing	fourBitBinary[0]	sevenSegsLED[5]	1280	4
final	fourBitBinary[0]	sevenSegsLED[5]	1230	4
-- routing by layer --
layer / wire (um) / vias to the layer above / global-route usage [%] / part of all wire, %
met4: 0 / 0 / 0 / 0
li1: - / 170 / - / -
met3: 83 / 0 / 0.9091 / 9.8
met1: 402 / 137 / 3.494 / 48
met2: 361 / 6 / 4.173 / 43
met5: 0 / - / 0 / 0
-- final cells by class --
cell class | instances | area share [%]
multi-input combinational | 29 | 45.18
timing repair buffer | 24 | 42.39
inverter | 1 | 0.7614
tap | 46 | 11.68
-- synth_stat cells (all sizes together) (2+ instances only) --
library cell,count
buf,11
a211oi,2
a21oi,3
nand2,4
nor3b,2
nor2,2
o21ai,4
-- critical path, cell delays in order --
cell,delay [ps]
clkbuf_4,150
nor4b_2,160
or3_1,340
clkdlybuf4s50_1,420
-- where the power goes --
group	total (mW)	switching, mW	internal, mW
sequential	0	0	0
combinational	0.0974	0.0394	0.0580
clock	0	0	0
-- cell families (layout without fill, tap and decap cells) --
family | Yosys count | in the layout | share of synthesized area (%)
compound gates | 11 | 11 | 24.78
xor+xnor | 1 | 1 | 3.098
buf+inv | 12 | 25 | 30.97
simple gates | 17 | 17 | 41.15
-- timing repair --
action                                  in CTS  in global routing
endpoints found under the hold margin        0                  0
gates resized                               28                  9
endpoints found under the setup margin       7                  3
cloned                                       1                  0
buffers inserted                             3                  2
pin swaps                                    5                  3
Power figures rest on the tool's default switching activity, not on a simulated workload.
